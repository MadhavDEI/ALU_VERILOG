## /design/flow/config.mk

```make
export PLATFORM = sky130hd
export DESIGN_NAME = ALU
export DESIGN_NICKNAME = ALU
export VERILOG_FILES = /design/flow/design.v
export SDC_FILE = /design/flow/constraint.sdc
export NUM_CORES = 4
export LEC_CHECK = 1
export CORE_AREA = 10 10 86 86
export DIE_AREA = 0 0 96 96
```

## /design/flow/constraint.sdc

```tcl
current_design ALU

set clk_period 3.4
set clk_io_pct 0.2

create_clock -name clk0 -period $clk_period [get_ports {clk}]

set non_clock_inputs [all_inputs -no_clocks]
set_input_delay [expr $clk_period * $clk_io_pct] -clock clk0 $non_clock_inputs
set_output_delay [expr $clk_period * $clk_io_pct] -clock clk0 [all_outputs]
```

## /design/flow/design.v

```verilog
`timescale 1ns / 1ps
module ALU(out, cout, Zero, Overflow, ldA, ldB, din, clk, control);
    input ldA, ldB, clk;
    input [3:0] din;
    input [2:0] control;
    output reg [3:0] out;
    output reg cout, Zero, Overflow;
    wire [3:0] x, Y, sum_add, sum_sub, and_out, or_out, xor_out, nor_out, lls_out, lrs_out;
    wire sum_carry_add, sum_carry_sub;
    parameter ADD = 3'b000, SUB = 3'b001, AND = 3'b010, OR = 3'b011, 
              XOR = 3'b100, NOR = 3'b101, LLS = 3'b110, LRS = 3'b111;
    wire [3:0] bus;
    assign bus = din;
    PIPO A (x, ldA, bus, clk);
    PIPO B (Y, ldB, bus, clk);
    adder_4_bit ADDER (x, Y, sum_add, sum_carry_add, 0); 
    adder_4_bit SUBTRACTOR (x, ~Y, sum_sub, sum_carry_sub, 1); 
    AND_4_bit AND_GATE (x, Y, and_out);
    OR_4_bit OR_GATE (x, Y, or_out);
    XOR_4_bit XOR_GATE (x, Y, xor_out);
    NOR_4_bit NOR_GATE (x, Y, nor_out);
    SHIFT_LEFT_4_bit LLS_SHIFT (x, Y, lls_out);
    SHIFT_RIGHT_4_bit LRS_SHIFT (x, Y, lrs_out);
    always @(*) begin
        cout = 0;
        Overflow = 0;
        case(control)
            ADD : begin
                out = sum_add;
                cout = sum_carry_add;
                Overflow = (x[3] & Y[3] & ~out[3]) | (~x[3] & ~Y[3] & out[3]);
            end
            SUB : begin
                out = sum_sub; 
                cout = sum_carry_sub;
            end
            AND : out = and_out;
            OR  : out = or_out;
            XOR : out = xor_out;
            NOR : out = nor_out;
            LLS : out = lls_out;
            LRS : out = lrs_out;
            default : out = 4'b0000;
        endcase
        Zero = (out == 4'b0000) ? 1 : 0;
    end
endmodule
module PIPO(out, ld, din, clk);
    output reg [3:0] out;
    input ld;
    input [3:0] din;
    input clk;
    always @(posedge clk) begin
        if (ld)
            out <= din;
    end
endmodule
module adder_4_bit(x, y, z, carry, cin);
    input [3:0] x, y;
    output [3:0] z;
    input cin;
    output carry;
    wire c1, c2, c3;
    full_adder F0 (x[0], y[0], cin, z[0], c1);
    full_adder F1 (x[1], y[1], c1, z[1], c2);
    full_adder F2 (x[2], y[2], c2, z[2], c3);
    full_adder F3 (x[3], y[3], c3, z[3], carry);
endmodule
module full_adder (
    input x, 
    input y, 
    input cin, 
    output z, 
    output carry
);
    wire z1, c1, c2;
    xor G1(z1, x, y);
    and G2(c1, x, y);
    and G3(c2, z1, cin);
    xor G4(z, z1, cin);
    or G5(carry, c1, c2);  
endmodule
module AND_4_bit(x, Y, out);
    input [3:0] x, Y;
    output [3:0] out;
    and G0(out[0], x[0], Y[0]);
    and G1(out[1], x[1], Y[1]);
    and G2(out[2], x[2], Y[2]);
    and G3(out[3], x[3], Y[3]);
endmodule
module OR_4_bit(x, Y, out);
    input [3:0] x, Y;
    output [3:0] out;
    or G0(out[0], x[0], Y[0]);
    or G1(out[1], x[1], Y[1]);
    or G2(out[2], x[2], Y[2]);
    or G3(out[3], x[3], Y[3]);
endmodule
module XOR_4_bit(x, Y, out);
    input [3:0] x, Y;
    output [3:0] out;
    xor G0(out[0], x[0], Y[0]);
    xor G1(out[1], x[1], Y[1]);
    xor G2(out[2], x[2], Y[2]);
    xor G3(out[3], x[3], Y[3]);
endmodule
module NOR_4_bit(x, Y, out);
    input [3:0] x, Y;
    output [3:0] out;
    nor G0(out[0], x[0], Y[0]);
    nor G1(out[1], x[1], Y[1]);
    nor G2(out[2], x[2], Y[2]);
    nor G3(out[3], x[3], Y[3]);
endmodule
module SHIFT_LEFT_4_bit(x, Y, out);
    input [3:0] x, Y;
    output [3:0] out;
    assign out = x << Y[1:0]; 
endmodule
module SHIFT_RIGHT_4_bit(x, Y, out);
    input [3:0] x, Y;
    output [3:0] out;
    assign out = x >> Y[1:0]; 
endmodule
```

## /design/flow/run.sh

```bash
#!/bin/bash
# OpenROAD 26Q1-2900-gdf79404cd8, Yosys 0.63+post, stock flow scripts
make -C /OpenROAD-flow-scripts/flow DESIGN_CONFIG=/design/flow/config.mk WORK_HOME=/design/flow/orfs finish
```

==> impl_metrics.xml <==
<?xml version="1.0" encoding="UTF-8"?>
<metrics>
  <group name="setup_path">
    <metric name="worst_setup_path_start_kind" unit="">flop</metric>
    <metric name="slowest_delay" unit="ns">0.43</metric>
    <metric name="cpMaxStageDelayCell" unit="">sky130_fd_sc_hd__fa_1</metric>
    <metric name="critical_path_data_required_time" unit="ns">2.72</metric>
    <metric name="setup.worst_path.class" unit="">flop to primary output</metric>
    <metric name="worstPathArrival" unit="ns">2.92</metric>
    <metric name="setup.worst_path.end_class" unit="">primary output</metric>
    <metric name="worstPathCellList" unit="">inv_2, ha_4, inv_2, fa_2, fa_2, fa_1, nor3b_4, a32oi_1, o2111ai_2, buf_4, nor4_4, buf_2</metric>
    <metric name="crit_fanout" unit="">2</metric>
  </group>
  <group name="cts">
    <metric name="cts_inserted_buffers" unit="">3</metric>
    <metric name="cts_max_path_buffers" unit="">2</metric>
    <metric name="cts_tree" unit="">done</metric>
    <metric name="clk_pin_slew" unit="ns">0.04</metric>
    <metric name="cts_num_sinks" unit="">8</metric>
    <metric name="cts-htree-levels" unit="">1</metric>
    <metric name="cts_root_buffer" unit="">sky130_fd_sc_hd__clkbuf_8</metric>
  </group>
  <group name="floorplan">
    <metric name="ioPinCount" unit="">17</metric>
    <metric name="rows" unit="">27</metric>
    <metric name="die_width" unit="µm">96</metric>
    <metric name="floorplan.core_area" unit="mm²">0.00554</metric>
    <metric name="fp_core_util" unit="%">18.5</metric>
    <metric name="chip_area" unit="mm²">0.00922</metric>
    <metric name="dieHeight" unit="µm">96</metric>
  </group>
  <group name="outcome">
    <metric name="status" unit="">finished, violations left</metric>
    <metric name="violations_in_the_final_reports" unit="">negative setup slack</metric>
  </group>
  <group name="global_routing">
    <metric name="antenna_found_initial" unit="">0</metric>
    <metric name="largest_net_degree_at_the_start_of_global_routing" unit="">19</metric>
    <metric name="globalRouteTotalUtil" unit="%">5.74</metric>
    <metric name="first_global_vias" unit="">953</metric>
    <metric name="grt_first_pass_wirelength" unit="mm">4.39</metric>
    <metric name="globalRoute.totalOverflow" unit="">0</metric>
  </group>
  <group name="sta">
    <metric name="hold_viol_final" unit="">0</metric>
    <metric name="timing.final.max_slew_violations" unit="">0</metric>
    <metric name="final_critical_path_setup_slack" unit="ns">-0.200</metric>
    <metric name="final_min_period" unit="ns">3.60</metric>
    <metric name="slew_headroom" unit="%">75.8</metric>
    <metric name="timing_worst_slew_pin_value" unit="ns">0.360</metric>
    <metric name="period_used_share" unit="%">106</metric>
    <metric name="max_clock_freq" unit="MHz">278</metric>
    <metric name="setup-violations-final" unit="">3</metric>
    <metric name="grt_setup_unrepaired" unit="">true</metric>
  </group>
  <group name="cells_and_area">
    <metric name="finish.cell_count_without_fillers" unit="">219</metric>
    <metric name="final-seq-area" unit="µm²">240</metric>
    <metric name="layout-area-overhead-vs-synth" unit="%">56.4</metric>
    <metric name="num-fill-cells" unit="">574</metric>
    <metric name="logic_area" unit="µm²">791</metric>
    <metric name="final_util" unit="%">28.9</metric>
    <metric name="drive_above_1_share" unit="%">38.1</metric>
  </group>
  <group name="power">
    <metric name="seq_power_share" unit="%">26.2</metric>
    <metric name="switching_share" unit="%">30.4</metric>
    <metric name="power.static_leakage" unit="nW">0.643</metric>
    <metric name="switching_power" unit="µW">145</metric>
    <metric name="power_report.internal_total" unit="µW">333</metric>
    <metric name="cellPowerDensity" unit="mW/mm²">299</metric>
    <metric name="clock_power_share" unit="%">22.3</metric>
    <metric name="comb_power_share" unit="%">51.5</metric>
    <metric name="fin_total_pwr" unit="µW">478</metric>
    <metric name="peakVddDrop" unit="mV">0.238</metric>
  </group>
  <group name="route">
    <metric name="post-route-drc-count" unit="">0</metric>
    <metric name="antenna_cells_inserted" unit="">0</metric>
    <metric name="drt_pre_antenna_iters" unit="">4</metric>
    <metric name="finalWirelength" unit="mm">2.59</metric>
    <metric name="dr.first_iter.drc_count" unit="">60</metric>
    <metric name="via_count" unit="">942</metric>
    <metric name="vias_per_cell" unit="">4.30</metric>
    <metric name="drt.antenna.violating_nets" unit="">0</metric>
    <metric name="drt-wirelength-per-cell" unit="µm">11.8</metric>
  </group>
  <group name="placement">
    <metric name="post-dp-hpwl" unit="mm">2.02</metric>
    <metric name="place.port_buffers" unit="">16</metric>
    <metric name="cell_count_after_placement" unit="">209</metric>
    <metric name="gp_congestion" unit="">0.853</metric>
  </group>
  <group name="logic_synthesis">
    <metric name="synthTopCellsByArea" unit="">sky130_fd_sc_hd__edfxtp_1 24%, sky130_fd_sc_hd__ha_1 12%, sky130_fd_sc_hd__fa_1 12%, sky130_fd_sc_hd__mux2i_1 5.9%, sky130_fd_sc_hd__inv_1 4.0%</metric>
    <metric name="synthCells" unit="">107</metric>
    <metric name="yosys-top-cells-count" unit="">11 x sky130_fd_sc_hd__inv_1, 10 x sky130_fd_sc_hd__ha_1, 8 x sky130_fd_sc_hd__edfxtp_1</metric>
    <metric name="synth_warn" unit="">4</metric>
    <metric name="synth.cell_area" unit="mm²">0.00102</metric>
    <metric name="yosysCellCount" unit="">107</metric>
    <metric name="yosys_reported_design_area_after_synthesis" unit="mm²">0.00102</metric>
    <metric name="synthMostInstantiatedCell" unit="">sky130_fd_sc_hd__inv_1</metric>
    <metric name="yosys_register_bits" unit="">8</metric>
    <metric name="synthDominantAreaCellType" unit="">sky130_fd_sc_hd__edfxtp_1</metric>
    <metric name="number_of_unique_standard_cell_types_used_by_synthesis" unit="">41</metric>
    <metric name="syn-mean-instance-area" unit="µm²">9.55</metric>
    <metric name="dominantRegCellSynth" unit="">sky130_fd_sc_hd__edfxtp_1</metric>
    <metric name="synth-async-reset-ratio" unit="%">0</metric>
    <metric name="yosys.stat.seqShare" unit="%">23.5</metric>
    <metric name="enable_flop_cells" unit="">8</metric>
    <metric name="yosys.area.top_type_share" unit="%">23.5</metric>
  </group>
  <group name="flow_run">
    <metric name="max_cap_viol_count" unit="">0</metric>
    <metric name="tool_warnings" unit="">33</metric>
  </group>
  <group name="min_path">
    <metric name="worst_hold_path.num_cells" unit="">1</metric>
    <metric name="hold_path_class" unit="">primary input to flop</metric>
  </group>
</metrics>
==> power groups by stage <==
| stage | Combinational (mW) | Clock [mW] | Sequential [mW] |
|---|---|---|---|
| global route | 0.273 | 0.118 | 0.127 |
| finish | 0.246 | 0.107 | 0.125 |
| CTS | 0.234 | 0.112 | 0.125 |
==> worst max-delay path: cells and delay by family (launching register included) <==
kind	cells	cell delay (ns)
AND-OR/OR-AND	2	0.37
adder cells (fa/ha/maj)	4	1.24
buffers and inverters	4	0.43
flip-flops	1	0.38
AND/OR/NAND/NOR	2	0.28
==> repair_timing <==
item                       in CTS  in global routing
buffers inserted                7                  2
gates resized                  30                  5
hold buffers                    0                  0
setup endpoints to repair       5                  6
pin swaps                      14                 12
==> routing by layer <==
layer / GRT usage [%] / up-vias / share of wire (%)
met4: 0.491 / 0 / 0
met2: 8.24 / 27 / 42
li1: - / 475 / -
met5: 0 / - / 0
met3: 1.65 / 0 / 8.3
met1: 8.69 / 440 / 50
==> logic make-up (layout without fill, tap and decap cells) <==
| family | after synthesis | after routing | share of synthesized area [%] |
|---|---|---|---|
| DFF | 8 | 8 | 23.5 |
| AOI/OAI and AO/OA | 25 | 25 | 19.1 |
| adders and majority gates | 16 | 16 | 24.0 |
| buffers and inverters | 20 | 60 | 9.42 |
| muxes | 7 | 7 | 6.98 |
| and+or+nand+nor | 31 | 31 | 17.0 |
==> sequential cells by signal (all words and copies together), names as in the netlist <==
signal and count:
B.out 4, A.out 4
==> worst paths after layout <==
| path | start | to | slack [ns] |
|---|---|---|---|
| worst max-delay path | A.out[0] | Zero | -0.20 |
| worst min-delay path | din[3] | A.out[3] | 1.04 |
==> stage by stage <==
stage | instance area, µm² | hold slack (ns) | setup WS (ns) | setup TNS [ns]
floorplan | 1020 | 0.779 | 0.337 | 0
global placement | 1400 | 1.26 | -0.344 | -0.967
detailed placement | 1400 | 1.26 | -0.332 | -0.989
CTS | 1570 | 1.03 | -0.352 | -0.546
global route | 1600 | 1.04 | -0.337 | -0.841
finish | 1600 | 1.04 | -0.200 | -0.390
==> layout by cell type, fill, tap and decap left out, types with 2 or more instances in the layout <==
master	n
sky130_fd_sc_hd__buf_4	25
sky130_fd_sc_hd__clkdlybuf4s50_1	12
sky130_fd_sc_hd__edfxtp_1	8
sky130_fd_sc_hd__inv_1	8
sky130_fd_sc_hd__ha_1	8
sky130_fd_sc_hd__mux2i_1	6
sky130_fd_sc_hd__nand2_1	6
sky130_fd_sc_hd__nor2_1	6
sky130_fd_sc_hd__inv_2	4
sky130_fd_sc_hd__nor3_1	4
sky130_fd_sc_hd__fa_2	4
sky130_fd_sc_hd__buf_6	4
sky130_fd_sc_hd__a21oi_1	3
sky130_fd_sc_hd__nand3b_1	3
sky130_fd_sc_hd__clkbuf_8	3
sky130_fd_sc_hd__nand2b_1	2
sky130_fd_sc_hd__nor2b_1	2
sky130_fd_sc_hd__o22ai_1	2
sky130_fd_sc_hd__nand3_1	2
sky130_fd_sc_hd__fa_1	2
sky130_fd_sc_hd__ha_4	2
sky130_fd_sc_hd__buf_2	2
==> cell type report <==
class | count | share of cell area [%]
Clock buffer | 3 | 2.58
Inverter | 12 | 2.82
Multi-Input combinational cell | 79 | 49.5
Sequential cell | 8 | 15.0
Tap cell | 72 | 5.63
Timing Repair Buffer | 45 | 24.5
No activity file was given, so power comes from the tool's default toggle rates.
